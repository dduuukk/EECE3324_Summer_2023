### design.v
`timescale 1ns / 1ps
module mux2to1(
    input [31:0] a,
    input [31:0] b,
    output [31:0] out,
    input select
    );
    assign out = select ? a : b;
endmodule
### run.sh
#!/bin/bash
# OpenROAD 26Q1-2900-gdf79404cd8, Yosys 0.63+post, stock flow scripts
make -C /OpenROAD-flow-scripts/flow DESIGN_CONFIG=/design/flow/config.mk WORK_HOME=/design/flow/orfs finish
### config.mk
export PLATFORM = sky130hd
export DESIGN_NAME = mux2to1
export DESIGN_NICKNAME = mux2to1
export VERILOG_FILES = /design/flow/design.v
export SDC_FILE = /design/flow/constraint.sdc
export NUM_CORES = 4
export LEC_CHECK = 1
export CORE_AREA = 10 10 70 70
export DIE_AREA = 0 0 80 80
### constraint.sdc
current_design mux2to1

set clk_period 1.0
set clk_io_pct 0.2

create_clock -name clk0 -period $clk_period

set non_clock_inputs [all_inputs -no_clocks]
set_input_delay [expr $clk_period * $clk_io_pct] -clock clk0 $non_clock_inputs
set_output_delay [expr $clk_period * $clk_io_pct] -clock clk0 [all_outputs]
==> flow_summary.json <==
{
  "status": "complete, but fails checks",
  "violations": "setup timing",
  "global_route.usage.met2_pct": 13.6,
  "nFillCells": 345,
  "grt_max_degree": 11,
  "min_path_cells": 3,
  "cp-end-kind": "output port",
  "nClkBuffers": 0,
  "fin_tns_setup_ns": -3.69,
  "ir_drop_v": 0.000161,
  "ff_count": 0,
  "crit_arrival_ns": 0.97,
  "rsz0062_at_grt": "yes",
  "port_buffers": 97,
  "drive_gt1_share_pct": 53.3,
  "p_int_uw": 487,
  "grt_use_met1_pct": 8.77,
  "p_sw_share_pct": 21.3,
  "period_used_pct": 117,
  "met3_usage_pct": 3.18,
  "coreArea_um2": 3420,
  "ant_nets": 0,
  "hpwl_um": 2400,
  "final-hold-violation-count": 0,
  "placed_cells_incl_taps": 177,
  "ys_types": 4,
  "seq_area_um2": 0,
  "p_clk_share_pct": 0,
  "holdCritStartpoint": "b[18]",
  "start_kind": "input port",
  "ys_area_um2": 544,
  "syn_inst": 36,
  "syn_area_per_cell_um2": 15.1,
  "die_height_um": 80,
  "fp_util_pct": 15.9,
  "fin_cells": 183,
  "drtIter0Drc": 3,
  "num_vias": 690,
  "drt_wl_total_um": 2720,
  "die_w_um": 80,
  "antenna_found_initial": 0,
  "globalRoute.totalOverflow": 0,
  "wl_per_cell_um": 14.9,
  "num_antenna_cells": 0,
  "maxCapViolations": 0,
  "synth.most_common_cell": "mux2_4",
  "crit_type": "in2out",
  "pwr-share-comb_pct": 100.0,
  "hp-class": "in2out",
  "p_switching_uw": 132,
  "ys_cells": 36,
  "fmax_mhz": 852,
  "finalSetupViolCount": 32,
  "cp_cell_sequence": "clkdlybuf4s50_1, mux2_4, buf_6",
  "p_total_uw": 619,
  "rows": 21,
  "gp_congestion": 0.758,
  "drt-vias-per-instance": 3.77,
  "final.min_clock_period_ns": 1.17,
  "critical-path-slowest-cell": "clkdlybuf4s50_1",
  "ioPinCount": 97,
  "top_area_share_pct": 82.8,
  "power.share.sequential_pct": 0,
  "syn-cell-area_um2": 544,
  "drc": 0,
  "p_per_area_nw_per_um2": 390,
  "log.warning_count": 34,
  "ys_top_cells_by_count": "mux2_4, buf_12, mux2_2",
  "yosys.stat.seqShare_pct": 0,
  "synthToLayoutAreaGrowth_pct": 191,
  "chipArea_um2": 6400,
  "relSlewSlack_pct": 92.6,
  "yosysTopAreaCell": "mux2_4",
  "grt_busiest_layer": "met2",
  "worst_pin_slew_ns": 0.111,
  "cp_max_fo": 1,
  "grtUsageTotal_pct": 7.64,
  "grt_pass1_vias": 751,
  "grt_pass1_wl_um": 4000,
  "synth_warnings": 0,
  "worst_slack_ns": -0.173,
  "max_stage_delay_ns": 0.40,
  "yosys-top-cells-area": "mux2_4, buf_12, mux2_2, buf_6",
  "first_pass_iters": 2,
  "crit_required_ns": 0.80,
  "p_leak_nw": 0.887,
  "slew_violations": 0,
  "hold_end": "out[18]"
}
metal layers:
layer / vias to the layer above / part of all wire [%]
met3: 0 / 13
met4: 0 / 0
li1: 339 / -
met5: - / 0
met2: 51 / 50
met1: 300 / 37
kinds of logic after synthesis:
family,after synthesis,synth area share [%]
buffers and inverters,4,13.1
muxes,32,86.9
layout by cell type (no fill, tap or decap):
master,n
buf_16,1
dlymetal6s2s_1,7
buf_8,3
mux2_4,32
clkdlybuf4s50_1,10
buf_2,12
buf_6,21
dlygate4sd2_1,47
buf_12,4
layout make-up:
class              instances  area (um2)  area share, %
well taps                 46        57.6           3.63
repair buffers           105        1050           66.1
multi-input cells         32         480           30.3
worst max-delay path, delay by kind of cell:
family                 cells  cell delay [ns]
buffers and inverters      2             0.51
muxes                      1             0.26
worst max-delay path by stage:
stage,startpoint,endpoint,depth (start not counted)
after CTS,select,out[12],5
after global routing,select,out[14],5
final,a[27],out[27],3
power groups by stage:
stage	clock [mW]	combinational (mW)	sequential [mW]
after CTS	0	0.608	0
after global routing	0	0.664	0
final	0	0.619	0
stage by stage:
step	area [um2]	setup slack (ns)	hold WS, ns	util [%]
2_1_floorplan	544	0.0669	0.498	-
3_3_place_gp	1520	-0.497	1.35	44.6
3_5_place_dp	1520	-0.499	1.36	44.6
4_1_cts	1520	-0.174	0.801	44.6
5_1_grt	1590	-0.196	0.713	46.4
6_report	1590	-0.173	0.692	46.4
what timing repair did:
action                     in CTS  in global routing
cloned                          1                  0
setup endpoints to repair      32                 32
hold buffers                    0                  0
resized                       170                 15
buffers inserted                5                  0
Power figures rest on the tool's default switching activity, not on a simulated workload.
