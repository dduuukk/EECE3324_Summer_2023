<file path="design.v">
`timescale 1ns / 1ps
module reg32negative(
    input [31:0] d,
    output [31:0] abus,
    output [31:0] bbus,
    input aselect,
    input bselect,
    input clk,
    input dselect   
    );
    reg [31:0] q;
    wire newclk;
    assign newclk = dselect & clk;
    always@(negedge clk)
        if (dselect==1'b1) q = d;
    assign abus = aselect ? q : 32'bz;
    assign bbus = bselect ? q : 32'bz;
endmodule
</file>
<file path="run.sh">
#!/bin/bash
# OpenROAD 26Q1-2900-gdf79404cd8, Yosys 0.63+post, stock flow scripts
make -C /OpenROAD-flow-scripts/flow DESIGN_CONFIG=/design/flow/config.mk WORK_HOME=/design/flow/orfs finish
</file>
<file path="config.mk">
export PLATFORM = sky130hd
export DESIGN_NAME = reg32negative
export DESIGN_NICKNAME = reg32negative
export VERILOG_FILES = /design/flow/design.v
export SDC_FILE = /design/flow/constraint.sdc
export NUM_CORES = 4
export LEC_CHECK = 1
export CORE_AREA = 10 10 101 101
export DIE_AREA = 0 0 111 111
</file>
<file path="constraint.sdc">
current_design reg32negative

set clk_period 1.0
set clk_io_pct 0.2

create_clock -name clk0 -period $clk_period [get_ports {clk}]

set non_clock_inputs [all_inputs -no_clocks]
set_input_delay [expr $clk_period * $clk_io_pct] -clock clk0 $non_clock_inputs
set_output_delay [expr $clk_period * $clk_io_pct] -clock clk0 [all_outputs]
</file>
==> run summary <==
The following summarizes the physical implementation.

Outcome
The flow ran to the end, but the final reports show violations. The checks that failed: setup timing.

Critical path
The largest single stage delay on the critical path is 0.38 ns. The capture point of the worst path is bbus[28]. The standard cell with the maximum stage delay on the critical path is edfxtp_1. The worst setup path is of the reg2out kind. The instance count on the critical path is 2. The critical path's most frequent cell is buf_6.

The element type at the critical path start is a register. The arrival time of the worst setup path is 1.46 ns. STA classifies the critical path endpoint as an output pin. Counting both buffers and inverters, the worst setup path holds a total of 2. The gate family responsible for the most delay along the worst path is flip-flops.

The report lists the cells along the critical path as buf_6 -> buf_6. The largest fanout of any net on the critical path is 2. The required time at the worst endpoint is listed as 0.80 ns. The launch point of the critical path was reported as q[28].

Clocking
TritonCTS built the clock tree. The clock passes through at most 2 buffers. The number of buffers inserted during clock tree synthesis is 5. Clock tree synthesis found a total of 32 sinks.

The cell chosen for the clock root is clkbuf_8. The timing report gives the clock slew at the launch and capture registers of the worst setup and hold paths as 0.03 ns. After clock tree synthesis, the flow added hold-fix buffers numbering 0. The number of H-tree levels is 2.

Timing
The max-slew violation count is 0. The smallest hold slack is 0.549 ns. The least setup slack across all paths after layout is -0.657 ns. For the pin with the worst max-slew slack, the measured transition is 0.129 ns. The final timing report counts setup violations totalling 75. Checking max transition, the worst relative margin is 91.4%.

After routing, the total negative slack on setup checks comes to -34.18 ns. The final hold violation count recorded for this run is 0. Setup repair after global routing could not meet its margin everywhere.

Job
Summing over the stages, the warning tally comes to 62. The max-cap violation count is 0.

Die
The core outline area is 8130 sq um. The initial utilization of the core area, before any placement, comes to 14.8%. The floorplan step defined a die boundary enclosing 12300 sq um. The report lists the number of standard-cell rows as 33. The horizontal die dimension reported for this design is 111 um. Per the OpenROAD floorplan log, the height of the die is 111 um.

Pin placement for this block handled 100 I/O pins.

Route
The number of vias in the routed layout is 857. The average vias per placed instance is 3.09. The number of remaining DRC errors is 0. The routed length per placed instance is 13.0 um. The final wirelength is 3600 um. The total iterations of the first detailed-routing run is 4. In this run the remaining antenna-violating nets after routing total 0. The initial detailed-routing violation count is 21. The number of diodes added for antenna fixing is 0.

Synth
After technology mapping, the gate count stands at 65. The warning tally printed by Yosys for this design is 3. The number of distinct library cells after synthesis is 3. After synthesis, the design contains 65 cells according to Yosys. For reference, the post-synthesis area per instance comes to 18.5 sq um. The number of storage elements in the synthesis netlist is 32. The area of the mapped netlist is 1200 sq um. The chip area in the Yosys report is 1200 sq um. The sequential cell area fraction in the yosys report is 79.8%.

Final layout
The area of all placed cells without fillers is 1980 sq um. In the layout the commonest cells are buf_2 (64), inv_1 (34), edfxtp_1 (32). The finished layout reports a core utilization of 24.4%. The register with the most flip-flops in the layout has 32 of them.

In this run the layout overhead on the synthesized area is reported as 64.6%. The layout report lists the multi-input gate area as 0 sq um. In the final layout, the share of cells above drive strength 1 is 43.0%. The finished layout holds 277 standard cells, fillers aside. The final-layout fill cell count is 843. The most common logic cell in the final layout is buf_2.

0 cells are multi-input combinational gates.

Global routing
The global routing usage on met3 is 5.31%. In the global route stage, met2 resource usage came out at 7.51%. The number of antenna violations at the first check in global routing was 1.

The global-route wire length before repair is 5500 um. The via count of the first global-routing pass is 951. Global routing put the most usage on met2. The leftover overflow at the end of global routing is 0. The maximum number of pins on one net before global-route repair is 22. In the global route stage, met1 resource usage came out at 6.07%.

Across every metal layer, demand over resource in global routing totals 5.73%.

Placed design
The count of buffers added on input and output ports is 97. The final weighted congestion recorded by global placement is 0.682. Summed over all nets, the half-perimeter wirelength after detailed placement is 2850 um. The setup slack after placement is -0.567 ns.

Including well taps, the total number of placed cells is 237. The placement-stage cell area is 2100 sq um.

Hold path
The path class of the lowest-slack min-delay path is in2reg.

Power
Per the summary, power density relative to cell area is 1690 nW/um^2. The worst VDD IR drop from the latest analysis is 0.422 mV. Per the OpenROAD power report, leakage power amounts to 0.977 nW. The total power after layout is 3.36 mW.
cell families after synthesis:
| kind of cell | after synthesis | share of synthesized area, % |
|---|---|---|
| buf+inv | 33 | 20.2 |
| flops | 32 | 79.8 |
power breakdown:
part / switching, mW / leakage, nW / internal (mW)
Combinational: 0.0794 / 0.446 / 0.233
Sequential: 0.0425 / 0.313 / 1.61
Clock: 0.764 / 0.217 / 0.634
Total: 0.886 / 0.977 / 2.48
cell usage after synthesis (all sizes together):
cell type,count,area [sq um]
edfxtp,32,961
inv,1,3.75
buf,32,240
worst min path at each step:
| stage | from | end | cells past startpoint |
|---|---|---|---|
| 4_1_cts | d[5] | q[5] | 1 |
| 5_1_grt | d[7] | q[7] | 1 |
| 6_report | d[7] | q[7] | 1 |
timing repair:
item / CTS / global route
setup buffers: 1 / 0
gates resized: 209 / 3
setup endpoints to repair: 79 / 66
layout make-up:
class / instances / area [sq um] / share of cell area (%)
flip-flops and latches: 32 / 961 / 48.5
repair buffers: 100 / 689 / 34.8
clock inverters: 35 / 133 / 6.69
well taps: 105 / 131 / 6.62
clock buffers: 5 / 68.8 / 3.47
metal layers:
layer | wire, um | part of all wire (%)
met2 | 1640 | 46
met4 | 85 | 2.4
met3 | 543 | 15
met1 | 1310 | 36
met5 | 13 | 0.36
No activity file was given, so power comes from the tool's default toggle rates.
